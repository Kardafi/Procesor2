**/design/flow/design.v**
```verilog
typedef enum  { 
    moveCode,  
    incrementCode,  
    addCode,
    subCode,
    andCode,
    orCode,
    xorCode,
    notCode,
    addcCode,
    subcCode,
    decrementCode
} aluOperCode;
module decoder 
#(  parameter prog_mem_length = 8,
    parameter prog_mem_width = 13, 
    parameter data_mem_length = 8,
    parameter data_mem_width = 8)(
    input [prog_mem_width-1:0] dataProgMem,  
    input flag_c_out,      
    input flag_z_out,      
    input flag_s_out,      
    input flag_v_out,      
    input flag_p_out,      
    output logic rstPC,
    output logic cePC,
    output logic wrJumpAdr,
    output logic [prog_mem_length-1:0] jumpAdr,  
    output logic [data_mem_length-1:0] adrDataMem,  
    output logic [2:0] adrReg,  
    output logic [1:0] adrPort,
    output logic [7:0] dataImm,  
    output logic [1:0] adrSrc,  
    output logic ceR0,
    output logic ceR1,
    output logic ceR2,
    output logic ceR3,
    output logic ceR4,
    output logic ceR5,
    output logic ceR6,
    output logic ceR7,
    output logic wrDm,  
    output logic cePortOutA,  
    output logic cePortDirA,  
    output logic portDirA,  
    output logic cePortOutB,  
    output logic cePortDirB,  
    output logic portDirB,  
    output logic cePortOutC,  
    output logic cePortDirC,  
    output logic portDirC,  
    output logic cePortOutD,  
    output logic cePortDirD,  
    output logic portDirD,  
    output logic [3:0] aluOper,  
    output logic ceAcu  
);
typedef enum  { 
    LDaddr,
    LDRx,
    LDn,
    STaddr,
    STRx,
    INp,
    OUTp,
    INC,
    ADDRx,
    SUBRx,
    ANDRx,
    ORRx,
    XORRx,
    NOT,
    RST,
    NOP,
    SET_OUTp,
    SET_INp,
    ADDCRx,  
    SUBCRx,  
    DEC,  
    JZ,  
    JC,  
    JS,  
    JV,  
    JP,  
    JMP  
} kodRozkazu;
always @(*) begin
    rstPC = 0;
    cePC  = 1;
    adrDataMem = '0;
    adrReg     = '0;
    adrPort    = '0;
    dataImm    = '0;
    adrSrc     = '0;
    ceR0=0; ceR1=0; ceR2=0; ceR3=0;
    ceR4=0; ceR5=0; ceR6=0; ceR7=0;
    wrDm = 0;
    cePortOutA=0; cePortDirA=0; portDirA=0;
    cePortOutB=0; cePortDirB=0; portDirB=0;
    cePortOutC=0; cePortDirC=0; portDirC=0;
    cePortOutD=0; cePortDirD=0; portDirD=0;
    aluOper = 'd0;
    ceAcu   = 0;
    case (dataProgMem[prog_mem_width-1:prog_mem_width-5])  
        LDaddr: begin  
            adrDataMem=dataProgMem[7:0];
            adrSrc= 2'b10;
            aluOper=4'b0000;
            ceAcu=1;
        end 
        LDRx: begin
            adrReg= dataProgMem[2:0];
            adrSrc= 2'b01;
            aluOper= 4'b0000;
            ceAcu=1;
        end
        LDn: begin
            dataImm= dataProgMem[7:0];
            adrSrc= 2'b00;
            aluOper= 4'b0000;
            ceAcu=1;
        end
        STaddr: begin
            adrDataMem= dataProgMem[7:0];
            wrDm=1;
        end
        STRx: begin
            case (dataProgMem[2:0])
                3'b000: ceR0=1;
                3'b001: ceR1=1;
                3'b010: ceR2=1;
                3'b011: ceR3=1;
                3'b100: ceR4=1;
                3'b101: ceR5=1;
                3'b110: ceR6=1;
                3'b111: ceR7=1;
                default: begin
                    ceR0=0;
                    ceR1=0;
                    ceR2=0;
                    ceR3=0;
                    ceR4=0;
                    ceR5=0;
                    ceR6=0;
                    ceR7=0; 
                end
            endcase
        end
        INp: begin
            adrPort= dataProgMem[1:0];
            adrSrc=2'b11;
            aluOper=4'b0000;
            ceAcu=1;
        end
        OUTp: begin
            case (dataProgMem[1:0])
                2'b00:cePortOutA=1;
                2'b01:cePortOutB=1;
                2'b10:cePortOutC=1;
                2'b11:cePortOutD=1; 
                default:
                begin 
                    cePortOutA=0;
                    cePortOutB=0;
                    cePortOutC=0;
                    cePortOutD=0; 
                end
            endcase
        end
        INC: begin
            aluOper=4'b0001;
            ceAcu=1;
        end
        ADDRx: begin
            adrReg= dataProgMem[2:0];
            adrSrc=2'b01;
            aluOper= 4'b0010;
            ceAcu=1;
        end
        SUBRx: begin
            adrReg= dataProgMem[2:0];
            adrSrc=2'b01;
            aluOper= 4'b0011;
            ceAcu=1;
        end
        ANDRx: begin
            adrReg= dataProgMem[2:0];
            adrSrc=2'b01;
            aluOper=4'b0100;
            ceAcu=1;
        end
        ORRx: begin
            adrReg = dataProgMem[2:0];
            adrSrc=2'b01;
            aluOper=4'b0101;
            ceAcu=1;
        end
        XORRx: begin
            adrReg= dataProgMem[2:0];
            adrSrc=2'b01;
            aluOper=4'b0110;
            ceAcu=1;
        end
        NOT: begin
            aluOper=4'b0111;
            ceAcu=1;
        end
        RST: begin
            rstPC=1;
        end
        NOP:begin
        end
        SET_OUTp: begin
            case (dataProgMem[1:0])
                2'b00:begin cePortDirA=1; portDirA=1; end
                2'b01:begin cePortDirB=1; portDirB=1; end
                2'b10:begin cePortDirC=1; portDirC=1; end
                2'b11:begin cePortDirD=1; portDirD=1; end 
                default: 
                begin
                    cePortDirA=0; cePortDirB=0; cePortDirC=0; cePortDirD=0;
                    portDirA=0; portDirB=0; portDirC=0; portDirD=0; 
                end
            endcase
        end
        SET_INp:begin
            case (dataProgMem[1:0])
                2'b00:begin cePortDirA=1; portDirA=0; end
                2'b01:begin cePortDirB=1; portDirB=0; end
                2'b10:begin cePortDirC=1; portDirC=0; end
                2'b11:begin cePortDirD=1; portDirD=0; end 
                default: 
                begin
                    cePortDirA=0; cePortDirB=0; cePortDirC=0; cePortDirD=0;
                    portDirA=0; portDirB=0; portDirC=0; portDirD=0; 
                end
            endcase
        end
        ADDCRx: begin
            adrReg= dataProgMem[2:0];
            adrSrc=2'b01;
            aluOper=4'b1000;  
            ceAcu=1;
        end
        SUBCRx: begin
            adrReg= dataProgMem[2:0];
            adrSrc=2'b01;
            aluOper=4'b1001;  
            ceAcu=1;
        end
        DEC: begin
            aluOper=4'b1010;  
            ceAcu=1;
        end
         JZ: begin  
            if (flag_z_out==1) begin
                cePC=0;
                jumpAdr=dataProgMem[prog_mem_width-6:0];
                wrJumpAdr=1;
            end
        end
        JC: begin  
            if (flag_c_out==1) begin
                cePC=0;
                jumpAdr=dataProgMem[prog_mem_width-6:0];
                wrJumpAdr=1;
            end
        end
        JS: begin  
            if (flag_s_out==1) begin
                cePC=0;
                jumpAdr=dataProgMem[prog_mem_width-6:0];
                wrJumpAdr=1;
            end
        end
        JV: begin  
            if (flag_v_out==1) begin
                cePC=0;
                jumpAdr=dataProgMem[prog_mem_width-6:0];
                wrJumpAdr=1;
            end
        end
        JP: begin  
            if (flag_p_out==1) begin
                cePC=0;
                jumpAdr=dataProgMem[prog_mem_width-6:0];
                wrJumpAdr=1;
            end
        end
        JMP: begin  
            cePC=0;
            jumpAdr=dataProgMem[prog_mem_width-6:0];
            wrJumpAdr=1;
        end
        default: begin
            rstPC=0;
            ceR0=0;
            ceR1=0;
            ceR2=0;
            ceR3=0;
            ceR4=0;
            ceR5=0;
            ceR6=0;
            ceR7=0;
            wrDm=0;
            cePortOutA=0;
            cePortDirA=0;
            cePortOutB=0;
            cePortDirB=0;
            cePortOutC=0;
            cePortDirC=0;
            cePortOutD=0;
            cePortDirD=0;
            ceAcu=0;
        end
    endcase
end  
endmodule
```
**/design/flow/run.sh**
```bash
#!/bin/bash
# OpenROAD 26Q1-2900-gdf79404cd8, Yosys 0.63+post, stock flow scripts
make -C /OpenROAD-flow-scripts/flow DESIGN_CONFIG=/design/flow/config.mk WORK_HOME=/design/flow/orfs finish
```
**/design/flow/config.mk**
```make
export PLATFORM = sky130hd
export DESIGN_NAME = decoder
export DESIGN_NICKNAME = decoder
export VERILOG_FILES = /design/flow/design.v
export SDC_FILE = /design/flow/constraint.sdc
export NUM_CORES = 4
export LEC_CHECK = 1
export CORE_AREA = 10 10 73 73
export DIE_AREA = 0 0 83 83
```
**/design/flow/constraint.sdc**
```tcl
current_design decoder

set clk_period 3.4
set clk_io_pct 0.2

create_clock -name clk0 -period $clk_period

set non_clock_inputs [all_inputs -no_clocks]
set_input_delay [expr $clk_period * $clk_io_pct] -clock clk0 $non_clock_inputs
set_output_delay [expr $clk_period * $clk_io_pct] -clock clk0 [all_outputs]
```
==> qor.txt <==
status: complete, no violations
DR vias: 1101
layout cells sized above 1: 0.0846
Peak supply drop: 0.0482 mV
PwrDens: 78.9 nW/um2
Fill cells: 381
tool warnings: 33
Crit path required time: 2.72 ns
WHS: 2.13 ns
die area: 6890 um2
site row count: 22
global-route wire length before repair: 5950 um
pin count of the biggest net entering global routing: 14
#FFs+latches synth: 8
Worst EP arrival: 2.59 ns
Setup WS pre-CTS: 0.108 ns
CP Class: primary input to output port
top cells by count, synth: nor2_1, nand2_1, and3_1, and2_1, dlxtn_1
gpl congestion: 0.835
final setup vio count: 0
P_leak: 0.000668 uW
vias in the first global route: 1133
most common cell in the netlist: nor2_1
max capacitance violation total: 0
ys async rst share: 0
Area growth, synth to finish: 107%
Synth top area share: 0.151
Final Max Slew Viols: 0
number of DRC markers in iteration 0: 39
element type at the critical path start: primary input
wirelength, routed: 3520 um
post-route ant nets: 0
ant diodes: 0
Hold Path Depth: 4
maximum clock frequency: 0.306 GHz
cell count after synthesis: 124
Post-CTS Setup Repair Bufs: 0
post-DP HPWL: 3050 um
critical path peak fanout: 13
Crit. End Element: output port
final worst slack: 0.132 ns
total gr overflow: 0
WL per Instance: 14.1 um
floorplan utilization: 0.212
fin crit share: 0.961
number of port buffers: 77
Die Wd: 83 um
Chip Height: 83 um
vias per cell: 4.42
final instance area: 1640 um2
Final min period: 3.27 ns
GR Util All Layers: 0.0976
yosys stat chip area: 795 um2
Core Area: 3740 um2
Cell Area, Synth: 795 um2
number of flops mapped to enable cells by yosys: 0
post-CTS resize count: 0
drt pass-1 iters: 4
max reg flops: 8
RSZ-0062 raised after global routing: true
final setup TNS: 0 ns
num ports: 78
cell taking the most area after synthesis: dlxtn_1
endpoints left unconstrained: 16
worst hold-check path type: primary input to output port
initial antenna violation count: 0
Unique masters post-synth: 38
Main synth FF type: dlxtn_1
Cell Area, Placed: 1630 um2
post-layout util: 0.439
Hold Violations, Final: 0
ys cells: 124
cts hold-fix bufs: 0
Cell area leaders: dlxtn_1, nor2_1, and3_1
count of unclocked register or latch pins: 8
yosys warns: 1
mean post-synth cell area: 6.41 um2
Remaining DRCs: 0
## report_power, final
| part | switching (uW) | total, uW | internal, uW |
|---|---|---|---|
| clock | 0 | 0 | 0 |
| combinational | 50.2 | 120 | 69.9 |
| sequential | 0.987 | 9.68 | 8.69 |
| total | 51.2 | 130 | 78.6 |
## placed cells by master, fill, tap and decap left out, drive strengths merged, types with 2 or more instances in the layout
cell           synthesis  layout
nor2                  20      20
a31oi                  3       3
nand2                 12      12
nand2b                 4       4
and2b                  3       3
nor3b                  2       2
inv                    6       6
a21oi                  8       8
o21ai                  4       4
and2                   8       8
buf                    7       9
nor2b                  2       2
nand3                  2       2
dlymetal6s2s           0       2
nor3                   8       8
or3                    2       2
a211o                  2       2
dlxtn                  8       8
and3                  10      10
clkdlybuf4s50          0      75
## routing by layer
metal	GRT usage	share of wire	up-vias
met5	0	0	-
met2	0.145	0.40	48
li1	-	-	573
met1	0.145	0.52	480
met4	0	0	0
met3	0.0256	0.077	0
## cell families after synthesis
family	after synthesis	share of synthesized area
buffers and inverters	15	0.102
other	1	0.00472
XOR/XNOR	2	0.0221
AND/OR/NAND/NOR	76	0.529
AND-OR/OR-AND	22	0.191
latches	8	0.151
## worst paths after layout
check                       start       endpoint  slack, ns
setup / recovery   dataProgMem[9]  adrDataMem[4]       0.13
hold / removal    dataProgMem[10]          rstPC       2.13
## worst max-delay path, stage by stage
cell and delay [ns]:
clkdlybuf4s50_1 0.61, or2_2 0.43, a21oi_4 0.24, and2_1 0.16
clkdlybuf4s50_1 0.47
## per-stage QoR
| stage | cells | total power, uW |
|---|---|---|
| floorplan | 124 | 58.7 |
| global placement | 249 | 129 |
| detailed placement | 249 | 131 |
| CTS | 249 | 131 |
| global route | 249 | 144 |
| finish | 249 | 130 |
## area by class of cell
| class | instances | area (um2) | share of cell area |
|---|---|---|---|
| Inverter | 6 | 22.5 | 0.0137 |
| Timing Repair Buffer | 86 | 843 | 0.513 |
| Sequential cell | 8 | 120 | 0.0731 |
| Multi-Input combinational cell | 101 | 598 | 0.364 |
| Tap cell | 48 | 60.1 | 0.0365 |
Power figures rest on the tool's default switching activity, not on a simulated workload.
