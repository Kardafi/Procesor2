File: config.mk
export PLATFORM = sky130hd
export DESIGN_NAME = accumulator
export DESIGN_NICKNAME = accumulator
export VERILOG_FILES = /design/flow/design.v
export SDC_FILE = /design/flow/constraint.sdc
export NUM_CORES = 4
export LEC_CHECK = 1
export CORE_AREA = 10 10 70 70
export DIE_AREA = 0 0 80 80
File: constraint.sdc
current_design accumulator

set clk_period 1.5
set clk_io_pct 0.2

create_clock -name clk0 -period $clk_period [get_ports {clk}]

set non_clock_inputs [all_inputs -no_clocks]
set_input_delay [expr $clk_period * $clk_io_pct] -clock clk0 $non_clock_inputs
set_output_delay [expr $clk_period * $clk_io_pct] -clock clk0 [all_outputs]
File: design.v
typedef enum  { 
    moveCode,  
    incrementCode,  
    addCode,
    subCode,
    andCode,
    orCode,
    xorCode,
    notCode,
    addcCode,
    subcCode,
    decrementCode
} aluOperCode;
module accumulator #(
    parameter int WIDTH = 8
)(
    input [WIDTH-1:0] in,
    input ceAcu,
    input clk,
    input rst,
    output logic [WIDTH-1:0] out
);
always @(posedge clk or posedge rst) begin
    if(rst)
        out <='d0;
    else if(ceAcu)begin
        out <= in;
    end
end
endmodule
File: run.sh
#!/bin/bash
# OpenROAD 26Q1-2900-gdf79404cd8, Yosys 0.63+post, stock flow scripts
make -C /OpenROAD-flow-scripts/flow DESIGN_CONFIG=/design/flow/config.mk WORK_HOME=/design/flow/orfs finish
==> job_summary.md <==
### Yosys + OpenROAD results

| Metric | Value |
|---|---|
| Routed Antenna Nets | `0` |
| Avg WL per Cell | `10.3 µm` |
| Num CTS Buffers | `3` |
| Crit-path max FO | `2` |
| MaxCap Viol Count | `0` |
| Largest net degree at the start of global routing | `9` |
| CP top delay family | `buffers and inverters` |
| Tool Warnings | `25` |
| Setup slack, reg-to-reg | `0.73 ns` |
| Post-CTS setup buffers | `0` |
| CP required | `1.20 ns` |
| GRT Total Usage | `2.77%` |
| Max FFs per register | `8` |
| Register with the highest flop count | `out` |
| Post-Syn Instances | `18` |
| Ys cells | `18` |
| Hold WC Path Type | `primary input to asynchronous set/reset pin` |
| CP bufs+invs | `1` |
| Leakage | `0.258 nW` |
| Clock transition at path regs | `0.05 ns` |
| Via density | `2.54` |
| Relative slew slack | `80.4%` |
| Chip area | `6400 µm²` |
| H-tree depth | `1` |
| Flop pwr share | `48.2%` |
| I/O pin count | `19` |
| Final worst-path cycle share | `91.7%` |
| CTS tree | `built` |
| CP cell instances | `clkdlybuf4s50_1` |
| Setup CP Type | `register to output pin` |
| Slowest stage cell, crit path | `clkdlybuf4s50_1` |
| Slowest stage delay, CP | `0.48 ns` |
| Drt first pass iters | `2` |
| First-pass GRT wire length | `1.38 mm` |
| Hold_buf cts | `0` |
| Skew final | `0 ns` |
| Crit path DAT | `1.08 ns` |
| Setup TNS | `0 ns` |
| Fill count | `386` |
| Synth Warn # | `1` |
| GRT overflow | `0` |
| Starting DRT DRC Count | `16` |
| Outcome | `finished, final reports clean` |
| Crit. End Element | `output pin` |
| Final wirelength | `875 µm` |
| Synthesized area per cell | `18.6 µm²` |
| Die Y | `80 µm` |
| Final Setup Violations | `0` |
| Post-CTS resize count | `0` |
| Worst R2R Start | `out[4]$_DFFE_PP0P_` |
| Critical path startpoint category | `register` |
| Ant. Diodes | `0` |
| P_sw | `0.0982 mW` |
| Yosys stat chip area | `335 µm²` |
| Reg2Reg Capture Point | `out[4]$_DFFE_PP0P_` |
| Initial antenna violation count | `0` |
| Reg2Reg Depth | `1` |
| Sw Ratio | `18.8%` |
| Fmax | `727 MHz` |
| Final hold vios | `0` |
| Synth unique cells | `4` |
| Clk sink count | `8` |
| Worst skew pair latency | `0.24 ns` |
| Logic area | `120 µm²` |
| Share of cells above drive strength 1 | `30.8%` |
| DRC Markers | `0` |
| Logic pwr share | `22.2%` |
| Seq share, synth | `59.7%` |
| Netlist Area Pre-Place | `335 µm²` |
| RSZ-0062 raised after global routing | `false` |
| Die width | `80 µm` |
| Final min period | `1.38 ns` |
| GPL Wtd Cong | `0.723` |
| Clk pwr share | `29.6%` |
| Cell Rows | `21` |
| Core Area | `3420 µm²` |
| Power per Cell Area | `862 nW/µm²` |
| Area Growth Syn to Fin | `80.2%` |
| FF/Latch Area | `200 µm²` |
| Power Total | `0.521 mW` |
| Internal power component | `0.423 mW` |
| Fp_density | `9.82%` |
| Port Buf Inserts | `18` |
| Clock Tree Buf Depth | `2` |
| Peak VDD IR | `126 µV` |
| Seq cells post-synth | `8` |
| Worst-margin pin slew | `0.294 ns` |
| Slew Limit Fails | `0` |
| Biggest regs | `out x8` |
| Clock Tree Root | `clkbuf_4` |
| Vias in the first global route | `246` |
| Vias | `216` |
==> Yosys cell counts, drive strengths merged <==
| cell | number | area, µm² |
|---|---|---|
| dfrtp | 8 | 200 |
| mux2 | 8 | 120 |
| buf | 1 | 11.3 |
| inv | 1 | 3.75 |
==> power groups by stage <==
| stage | clock network [mW] | logic [mW] | registers (mW) |
|---|---|---|---|
| CTS | 0.161 | 0.118 | 0.252 |
| finish | 0.154 | 0.116 | 0.251 |
| global route | 0.173 | 0.123 | 0.256 |
==> placed cells by master (no fill, tap or decap), drive strengths merged <==
cell and instances:
dfrtp 8, clkdlybuf4s50 18, inv 1, mux2 8
clkbuf 3, buf 1
==> kinds of logic after synthesis <==
kind of cell / after synthesis / synth area share (%)
mux: 8 / 35.8
flops: 8 / 59.7
buf+inv: 2 / 4.48
==> area by class of cell <==
cell class	count	area share (%)
clock buffers	3	3.73
inverters	1	0.621
multi-input cells	8	19.9
flip-flops and latches	8	33.1
well taps	46	9.52
repair buffers	19	33.1
==> metrics by stage <==
stage               util, %  hold WS, ns  std cells  area [µm²]  worst slack [ns]
global placement       17.0        0.503         82         582             0.132
global route           17.7        0.345         85         604            0.0616
finish                 17.7        0.304         85         604             0.124
CTS                    17.7        0.304         85         604             0.103
detailed placement     17.0        0.504         82         582             0.124
floorplan                 -        0.116         18         335             0.658
==> routing by layer <==
metal | track usage, % | up-vias | wire [µm]
li1 | - | 104 | -
met1 | 3.31 | 101 | 354
met2 | 4.57 | 9 | 421
met3 | 0.568 | 2 | 56
met4 | 1.41 | 0 | 41
met5 | 0 | - | 0
==> worst max-delay path by stage <==
stage / end / slack (ns) / cells after the start / startpoint
final: out[3] / 0.12 / 1 / out[3]$_DFFE_PP0P_
after CTS: out[3] / 0.10 / 1 / out[3]$_DFFE_PP0P_
after global routing: out[6] / 0.06 / 1 / out[6]$_DFFE_PP0P_
Power figures rest on the tool's default switching activity, not on a simulated workload.
