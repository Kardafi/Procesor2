[./config.mk]
export PLATFORM = sky130hd
export DESIGN_NAME = programCounter
export DESIGN_NICKNAME = programCounter
export VERILOG_FILES = /design/flow/design.v
export SDC_FILE = /design/flow/constraint.sdc
export NUM_CORES = 4
export LEC_CHECK = 1
export CORE_AREA = 10 10 70 70
export DIE_AREA = 0 0 80 80
[./constraint.sdc]
current_design programCounter

set clk_period 1.9
set clk_io_pct 0.2

create_clock -name clk0 -period $clk_period [get_ports {clk}]

set non_clock_inputs [all_inputs -no_clocks]
set_input_delay [expr $clk_period * $clk_io_pct] -clock clk0 $non_clock_inputs
set_output_delay [expr $clk_period * $clk_io_pct] -clock clk0 [all_outputs]
[./design.v]
typedef enum  { 
    moveCode,  
    incrementCode,  
    addCode,
    subCode,
    andCode,
    orCode,
    xorCode,
    notCode,
    addcCode,
    subcCode,
    decrementCode
} aluOperCode;
module programCounter 
#(  parameter int prog_mem_length = 8  
)(
    input clk,
    input rst,  
    input rstPC,  
    input cePC,
    input wrJumpAdr,
    input [prog_mem_length-1:0] jumpAdr,  
    output reg [prog_mem_length-1:0] out  
);
    initial begin
        out = 'd0;
    end
 always @(posedge clk) begin
    if(rstPC || rst)
        out<= 0;
    else
        if(cePC)
            out <= out + 1;
        else if(wrJumpAdr)  
            out <= jumpAdr;
end
endmodule
[./run.sh]
#!/bin/bash
# OpenROAD 26Q1-2900-gdf79404cd8, Yosys 0.63+post, stock flow scripts
make -C /OpenROAD-flow-scripts/flow DESIGN_CONFIG=/design/flow/config.mk WORK_HOME=/design/flow/orfs finish
==> qor.csv <==
stage;metric;value;unit
critical_path;slowest_stage;clkdlybuf4s50_1;
yosys;ys_cells;51;
outcome;status;finished clean;
global_route;grt_max_degree;9;
final_layout;area_growth;61.6;%
clocking;ctsResizeCount;0;
floorplan;fp-row-count;21;
yosys;yosys_area;449;sq um
clocking;cts_htree_levels;1;
sta;drv_slew;0;
job;warnings;25;
job;drv_cap;0;
final_layout;regMostFlops;out;
clocking;root_buffer;clkbuf_4;
critical_path;startpoint_type;register;
clocking;cts_made_buffers;3;
sta;setup_tns;0;ns
floorplan;fp_util;0.132;
final_layout;largest_reg_flops;8;
power_and_ir_drop;irDropWorstVdd;0.300;mV
yosys;yosysWarnings;1;
sta;slew_headroom;0.827;
yosys;synth_cell_types;28;
min_path;holdCritPathClass;reg -> reg;
drt;avgViaCountPerCell;4.02;
critical_path;max_stage_delay;0.51;ns
clocking;clk_pin_slew;0.06;ns
power_and_ir_drop;power_density;524;mW/mm^2
clocking;cts_tree;yes;
drt;route.vias.total;482;
floorplan;die_w;80;um
sta;fin_crit;1.58;ns
clocking;postCtsSetupBuffers;0;
critical_path;cp_cell_sequence;clkdlybuf4s50_1;
critical_path;rrSetupSlack;0.56;ns
global_route;grt-ovfl-total;0;
drt;final_antenna_net_count;0;
place;io_buffers;20;
floorplan;core_area;0.00342;sq mm
clocking;cts_sinks;8;
min_path;worstHoldEndpoint;out[7];
drt;drc;0;
drt;routed_wirelength;1.47;mm
global_route;grt_pass1_wl;2.38;mm
global_route;grt_pass1_vias;496;
sta;fmax;0.634;GHz
global_route;antenna_found_initial;0;
clocking;ctsHoldBuffers;0;
yosys;ys.flops;8;
place;place_area;703;sq um
critical_path;r2r-start;out[0];
place;globalplace.congestion;0.833;
floorplan;num_io_pins;21;
clocking;clk_latency;0.25;ns
final_layout;top_regs;out (8);
critical_path;critical_path.top_delay_family;buffers and inverters;
global_route;grt_util_all_layers;0.0474;
drt;wl_per_cell;12.3;um
floorplan;die_y;80;um
floorplan;die-area;0.00640;sq mm
yosys;postSynthAreaPerCell;8.81;sq um
sta;min_period_over_period;0.830;
critical_path;critPathCaptureType;primary output;
clocking;clk_path_buf_depth;2;
final_layout;design_area;726;sq um
min_path;worstHoldPathCells;2;
yosys;syn_inst;51;
power_and_ir_drop;leakage;0.250;nW
drt;drtIter0Drc;35;
critical_path;worstSetupPathType;reg -> out;
sta;hold_violations;0;
drt;antennaDiodeCount;0;
final_layout;num-fill-cells;382;
yosys;synthArstFlopShare;0;
critical_path;worstPathRequired;1.52;ns
drt;firstDrtPassIters;4;
critical_path;cp_num_buf_inv;1;
min_path;hp-start;out[7];
sta;tightest_slew;0.258;ns
final_layout;register_area;160;sq um
final_layout;comb_area;274;sq um
yosys;ys_seq_frac;0.357;
final_layout;drive_above_1_share;0.135;
place;hpwl;1.18;mm
critical_path;reg2reg_depth;4;
sta;rsz0062_at_grt;false;
sta;setup_viol;0;
sta;fin_worst_skew;0.00556;ns
yosys;synth_area;449;sq um
critical_path;r2r_end;out[6];
yosys;ys.flop_type;dfxtp_1;
critical_path;path_max_fanout;6;
critical_path;arrival;1.20;ns
yosys;edf_count;0;
layer usage:
metal / track usage / part of all wire / vias up
met5: 0 / 0 / -
met4: 0.00352 / 0 / 0
met3: 0.0330 / 0.13 / 0
met2: 0.0562 / 0.36 / 20
met1: 0.0691 / 0.51 / 216
li1: - / - / 246
metrics by stage:
step	setup slack, ns	total power [W]	utilization	instances	hold slack, ns
after floorplan	0.720	0.000208	-	51	0.473
after global placement	0.209	0.000253	0.206	117	0.505
after detailed placement	0.194	0.000254	0.206	117	0.517
after CTS	0.312	0.000386	0.212	120	0.524
after global routing	0.253	0.000403	0.212	120	0.574
final	0.322	0.000380	0.212	120	0.524
Yosys cell counts, types with 2 or more instances:
cell type / instances / share of area
or3_1: 2 / 0.028
a31oi_1: 4 / 0.056
nand3_1: 2 / 0.022
and3_1: 2 / 0.028
a221oi_1: 2 / 0.039
o21ai_0: 3 / 0.033
nor2_1: 4 / 0.033
mux2_2: 2 / 0.050
nand2_1: 4 / 0.033
dfxtp_1: 8 / 0.36
how the worst max path moves through the flow:
stage / from / to / slack, ns / cells after the start
CTS: out[3] / out[3] / 0.31 / 1
global route: out[2] / out[2] / 0.25 / 1
finish: out[2] / out[2] / 0.32 / 1
layout make-up:
| class | instances | area share |
|---|---|---|
| clock buffer | 3 | 0.0310 |
| tap | 46 | 0.0793 |
| multi-input combinational | 41 | 0.378 |
| inverter | 1 | 0.00517 |
| sequential | 8 | 0.221 |
| timing repair buffer | 21 | 0.286 |
placed cells by master (no fill, tap or decap), drive strengths merged, types with 2 or more instances in the layout:
cell	n
nand4	2
or2	2
and3	3
or3	2
mux2	2
nand3	2
a221oi	2
nor2b	2
nand2	4
clkdlybuf4s50	20
nor2	4
o21ai	3
dfxtp	8
a31oi	4
clkbuf	3
power breakdown:
part	leakage, nW	internal (W)	switching (W)
combinational	0.171	0.0000455	0.0000247
sequential	0.0651	0.000174	0.00000711
clock	0.0138	0.0000722	0.0000573
total	0.250	0.000291	0.0000890
logic make-up after synthesis:
group | Yosys count | share of synthesized area
flip-flops | 8 | 0.357
multiplexers | 3 | 0.0724
AND/OR/NAND/NOR | 24 | 0.309
AND-OR/OR-AND | 13 | 0.201
adder cells (fa/ha/maj) | 1 | 0.0279
buffers and inverters | 2 | 0.0334
Power figures rest on the tool's default switching activity, not on a simulated workload.
